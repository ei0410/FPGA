$ cat config.mk
export PLATFORM = sky130hd
export DESIGN_NAME = seg7decoder
export DESIGN_NICKNAME = seg7decoder
export VERILOG_FILES = /design/flow/design.v
export SDC_FILE = /design/flow/constraint.sdc
export NUM_CORES = 4
export LEC_CHECK = 1
export CORE_AREA = 10 10 70 70
export DIE_AREA = 0 0 80 80
$ cat constraint.sdc
current_design seg7decoder

set clk_period 1.1
set clk_io_pct 0.2

create_clock -name clk0 -period $clk_period

set non_clock_inputs [all_inputs -no_clocks]
set_input_delay [expr $clk_period * $clk_io_pct] -clock clk0 $non_clock_inputs
set_output_delay [expr $clk_period * $clk_io_pct] -clock clk0 [all_outputs]
$ cat design.v
`timescale 1ns / 1ps
`default_nettype none
module seg7decoder(data, q);
    input  wire [3:0] data;
    output wire [7:0] q;
    wire [7:0] nq;
    assign q = nq;
    assign nq = (data == 4'h0) ? 8'b00111111 :
                (data == 4'h1) ? 8'b00000110 :
                (data == 4'h2) ? 8'b01011011 :
                (data == 4'h3) ? 8'b01001111 :
                (data == 4'h4) ? 8'b01100110 :
                (data == 4'h5) ? 8'b01101101 :
                (data == 4'h6) ? 8'b01111101 :
                (data == 4'h7) ? 8'b00000111 :
                (data == 4'h8) ? 8'b01111111 :
                (data == 4'h9) ? 8'b01101111 :
                (data == 4'hA) ? 8'b01110111 :
                (data == 4'hB) ? 8'b01111100 :
                (data == 4'hC) ? 8'b00111001 :
                (data == 4'hD) ? 8'b01011110 :
                (data == 4'hE) ? 8'b01111001 :
                (data == 4'hF) ? 8'b01110001 :
                8'b10000000;
endmodule
$ cat run.sh
#!/bin/bash
# OpenROAD 26Q1-2900-gdf79404cd8, Yosys 0.63+post, stock flow scripts
make -C /OpenROAD-flow-scripts/flow DESIGN_CONFIG=/design/flow/config.mk WORK_HOME=/design/flow/orfs finish
==> CHANGELOG.md <==
## Implementation

* Outcome: finished with violations
* Failing checks: setup timing
* Count of tool warnings at 34
* Placed Instances at 98
* Final wirelength at about 1000 microns
* Max Cap Viol at 0
* Layout clock buffers at 0
* Crit path from: data[3]
* Initial DRC Count at 19
* Seq_cells at 0
* # port buffers at 11
* Slowest Stage Delay on Critical Path at 300 ps
* Crit. End Element: output port
* Hold path startpoint: data[1]
* Met3 GRT Util at 0.568%
* Die Size at 6400 sq um
* Arr. time, crit path at 970 ps
* Mean area per synthesized cell at 5.80 sq um
* Mapped Area at 220 sq um
* DRT antenna net count at 0
* Cell Type Count at 17
* Final instance area at 566 sq um
* First-pass GRT wire length at 1540 microns
* Die W at around 80 microns
* Core area at ~3400 sq um
* YS chip area at 220 sq um
* Top-area cell share at 14.2%
* GRT Max-Usage Layer: met1
* Register cell area after layout at 0 sq um
* Leakage at 0.250 nW
* Min cycle time layout at 1190 ps
* Peak VDD IR at 0.0667 mV
* Top cell excl fill/tap: buf_4
* Vias in the first global route at 309
* Met2 usage at between 4 and 5%
* Area grow syn2layout at 157%
* Max Clk Rate at between 800 and 900 MHz
* Place WS at -987 ps
* Setup-failing EPs final at 2
* Crit path launch type: primary input
* Critical path, cell by cell: buf_8, buf_6, or3_1, nand2_1, a21oi_2, buf_2
* Fin. max-slew vios at 0
* FP Util at between 6 and 7%
* Met1 Usage GRT at under 10%
* Io pins at 12
* Dominant logic cell types in the final layout: buf_4, buf_6, buf_2
* Total power at 0.201 mW
* Setup TNS at -123 ps
* Cell count after synthesis at 38
* Critical-path maximum fanout at 5
* Avg WL per Cell at 9.67 microns
* Top post-synthesis cells by area: nand2b_1, a21oi_1, buf_6
* Detail Placement HPWL at between 600 and 700 microns
* Yosys Instances at 38
* Worst Hold Class: primary input to output port
* RSZ-0062 raised after global routing: yes
* Layout cells sized above 1 at 70.0%
* Largest net degree at the start of global routing at 10
* Vias post-DR at ~330
* Pwr/cell area at 356 nW/um^2
* Final Worst Setup Slack at -90.1 ps
* ANT cells at 0
* Slowest CP cell: or3_1
* Final Hold Fails at 0
* Hold-fix buffers, CTS at 0
* Critical setup path kind: primary input to output port
* Initial antenna violation count at 0
* Die Y-Extent at 80 microns
* Post-synth top area cell: nand2b_1
* Rows at 21
* GRT Overall Usage at 2.84%
* Final period util at 108%
* Synth Warn # at 0
* Final Wtd Congestion at 0.736
* Req. time, crit path at 880 ps
* Cell area after placement at 408 sq um
* Vias per cell at 3.12
* DRC violations left at 0
* Drt pass-1 iters at 3
* Sequential-to-total area share from yosys stat at 0%
* Gr ovfl total at 0
* Non-Filler Instances at 106
[cell usage after synthesis]
cell      number
a21oi_1        6
nand2_1        6
nand2b_1       5
nor3_1         4
buf_2          2
buf_6          2
nor2_1         2
o22ai_1        2
a211oi_2       1
a31oi_1        1
buf_4          1
conb_1         1
inv_1          1
mux2i_1        1
o21ai_1        1
or3_1          1
xor2_1         1
[final cells by class]
type,instances,area (sq um)
well taps,46,57.6
multi-input cells,32,251
repair buffers,27,253
inverters,1,3.75
fillers,391,2850
[power by group]
group | leakage [nW] | total [mW] | switching, mW | internal [mW]
clock network | 0 | 0 | 0 | 0
registers | 0 | 0 | 0 | 0
logic | 0.250 | 0.201 | 0.0805 | 0.121
total | 0.250 | 0.201 | 0.0805 | 0.121
[final timing paths]
kind	end	slack, ps	depth (start not counted)
worst max-delay path	q[2]	-90	6
worst min-delay path	q[2]	710	3
[metal layers]
metal	share of wire, %	vias to the layer above
met1	51	151
met3	5.1	0
met4	0	0
li1	-	174
met2	44	6
met5	0	-
[per-stage QoR]
stage | utilization, % | hold slack, ps
final | 16.6 | 714
after CTS | 14.2 | 711
after global placement | 11.9 | 1550
after floorplan | - | 578
after detailed placement | 11.9 | 1540
after global routing | 16.6 | 727
[kinds of logic after synthesis]
kind of cell | count (synthesis) | synth area share, %
other | 1 | 1.70
multiplexers | 1 | 4.55
AND/OR/NAND/NOR | 18 | 39.8
XOR/XNOR | 1 | 3.98
AND-OR/OR-AND | 11 | 30.1
buffers and inverters | 6 | 19.9
[repair_timing]
item / in CTS / in global routing
pin swaps: 8 / 5
gates resized: 65 / 6
gates cloned: 0 / 1
setup buffers: 3 / 4
endpoints found under the setup margin: 7 / 7
[worst max-delay path: cells and delay by family]
| kind | cells | cell delay (ps) |
|---|---|---|
| simple gates | 2 | 370 |
| buf+inv | 3 | 330 |
| compound gates | 1 | 50 |
Power figures rest on the tool's default switching activity, not on a simulated workload.
