===== config.mk =====
export PLATFORM = sky130hd
export DESIGN_NAME = rs232c_tx
export DESIGN_NICKNAME = rs232c_tx
export VERILOG_FILES = /design/flow/design.v
export SDC_FILE = /design/flow/constraint.sdc
export NUM_CORES = 4
export LEC_CHECK = 1
export CORE_AREA = 10 10 109 109
export DIE_AREA = 0 0 119 119

===== constraint.sdc =====
current_design rs232c_tx

set clk_period 3.9
set clk_io_pct 0.2

create_clock -name clk0 -period $clk_period [get_ports {clk}]

set non_clock_inputs [all_inputs -no_clocks]
set_input_delay [expr $clk_period * $clk_io_pct] -clock clk0 $non_clock_inputs
set_output_delay [expr $clk_period * $clk_io_pct] -clock clk0 [all_outputs]

===== design.v =====
`timescale 1ns / 1ps
`default_nettype none
module clk_div(clk, rst, div, clk_out);
    input  wire clk;
    input  wire rst;
    input  wire [15:0] div;
    output wire clk_out;
    reg [15:0] counter;
    reg clk_out_reg;
    assign clk_out = clk_out_reg;
    always @(posedge clk) begin
        if (rst == 1'b1) begin
            counter <= 0;
            clk_out_reg <= 1;
        end else begin
            if (counter == div) begin
                counter <= 0;
                clk_out_reg <= 1;
            end else begin
                counter <= counter + 1'b1;
                clk_out_reg <= 0;
            end
        end
    end
endmodule
`timescale 1ns / 1ps
`default_nettype none
module rs232c_tx(clk, rst, wr, din, dout, ready);
    parameter sys_clk = 14000000;
	parameter rate = 9600;
	input  wire clk;
	input  wire rst;
	input  wire wr;
	input  wire [7:0] din;
	output reg dout;
	output wire ready;
	reg [7:0] in_din;
	reg load;
	reg [2:0] cbit;
	reg run;
	wire tx_en;
	wire [15:0] tx_div;
	reg [3:0] status;
	assign ready = (run == 0 && load == 0) ? 1'b1 : 1'b0;
	assign tx_div = ((sys_clk / rate) - 1);
	clk_div div(
	    .clk(clk),
		.rst(rst),
		.div(tx_div),
		.clk_out(tx_en)
	);
	always @(posedge clk or posedge rst) begin
	    if (rst == 1) begin
		    load <= 0;
		end else begin
		    if (wr == 1 && run == 0) begin
				load <= 1;
				in_din <= din;
			end
			if (load == 1 && run == 1) begin
				load <= 0;
			end
		end
	end
	always @(posedge tx_en or posedge rst) begin
	    if (rst == 1) begin
		    dout <= 1;
			cbit <= 0;
			run <= 0;
			status <= 0;
		end else begin
			if (status == 0) begin
				if (load == 1) begin
					dout <= 0;
					cbit <= 0;
					run <= 1;
					status <= 1;
				end else begin
					dout <= 1;
					run <= 0;
				end
			end else if (status == 1) begin
				if (cbit == 7) begin
					status <= 2;
				end
				cbit <= cbit + 1'b1;
				dout <= in_din[cbit];
			end else if (status == 2) begin
				status <= 0;
				dout <= 1;
			end else begin
				dout <= 1;
				status <= 0;
			end
		end
	end
endmodule

===== run.sh =====
#!/bin/bash
# OpenROAD 26Q1-2900-gdf79404cd8, Yosys 0.63+post, stock flow scripts
make -C /OpenROAD-flow-scripts/flow DESIGN_CONFIG=/design/flow/config.mk WORK_HOME=/design/flow/orfs finish

==> results.json <==
{
  "ff2ff_path_depth": 4,
  "ys_seq_share_pct": 55.6,
  "startpoint_type": "register",
  "drtIter0Drc": 71,
  "critPathMaxStageDelay_ns": 0.46,
  "wl_per_cell_um": 8.94,
  "vdd_drop_max_mv": 0.140,
  "avgSynthCellArea_um2": 11.4,
  "die_w_um": 119,
  "place_hpwl_um": 1850,
  "ys_sh_aoi_pct": 4.39,
  "syn_inst": 127,
  "regMostFlops": "div.counter",
  "clk_latency_ns": 0.27,
  "area_delta_synth_final_pct": 20.8,
  "path_buffers": 1,
  "cts_tree": "done",
  "finalCriticalPeriod_ns": 2.03,
  "cts.repair.resized": 0,
  "critical_path.endpoint": "ready",
  "clk_path_buf_depth": 2,
  "startpoint": "load",
  "total_power_mw": 0.514,
  "unclocked_pins": 8,
  "grt_setup_unrepaired": "no",
  "fp-row-count": 36,
  "crit_fanout": 4,
  "cts.htree.levels": 1,
  "final_layout_size_suffix_gt1_share_pct": 7.91,
  "drt-vias-per-instance": 3.43,
  "cp.arrival_ns": 1.25,
  "hold_viol": 0,
  "portBuffers": 12,
  "grt_pass1_wl_um": 4170,
  "ys_cells": 127,
  "clk_pin_slew_worst_paths_ns": 0.09,
  "worstMarginPinSlew_ns": 0.540,
  "worstPathRequired_ns": 3.12,
  "tns_ns": 0,
  "largest_reg_flops": 16,
  "pin_count": 13,
  "grt_usage_pct": 3.53,
  "max_freq_ghz": 0.493,
  "reg2reg_from": "div.counter[5]",
  "grt_max_degree": 18,
  "dieArea_um2": 14200,
  "untimed_endpoints": 9,
  "top_logic_kind": "simple AND/OR/NAND/NOR gates",
  "worst-path-stages": 2,
  "numCtsBuffers": 3,
  "hp-class": "reg2reg",
  "initCoreUtil_pct": 15.1,
  "grt_pass1_vias": 889,
  "top_regs": "div.counter x16, in_din x8",
  "stdcell_count": 272,
  "ys_sh_xor_pct": 7.84,
  "crit_family": "buffers and inverters",
  "die_y_um": 119,
  "top_cell_area_share_pct": 23.4,
  "dp_cells": 268,
  "dr.pass1.iters": 4,
  "post_cts_buffers": 0,
  "ant_nets": 0,
  "reg2reg_slack_ns": 2.13,
  "yosys.area.top_type": "dfxtp_1",
  "relSlewSlack_pct": 64.0,
  "finalSetupViolCount": 0,
  "clock-root-buffer": "clkbuf_8",
  "drcViolationCount": 0,
  "vias": 933,
  "ys_types": 34,
  "synthAdderAreaFrac_pct": 3.45,
  "cellPowerDensity_nw_per_um2": 293,
  "worstSetupPathType": "reg2out",
  "ys_area_um2": 1450,
  "overflow": 0,
  "status": "finished clean",
  "fin_skew_ns": 0.00597,
  "leakage_nw": 0.601,
  "period_used_pct": 52.0,
  "gp_congestion": 0.773,
  "top_cells_by_area": "dfxtp_1 23%, edfxtp_1 17%, dfrtp_1 12%",
  "ys.warnings.count": 2,
  "totalWireLength_um": 2430,
  "lay_top_count": "nor2_1",
  "synth.cell_area_um2": 1450,
  "crit_chain": "nor2_1 > clkdlybuf4s50_1",
  "simple_gate_share_pct": 19.4,
  "log.warning_count": 26,
  "num_antenna_cells": 0,
  "cp-end-kind": "primary output",
  "core-area_um2": 9640,
  "final_max_slew_viol_count": 0,
  "fin_area_um2": 1760,
  "hold_buffers": 0,
  "placed_area_um2": 1690,
  "maxCapViolCount": 0,
  "antenna_found_initial": 0,
  "worst_path_max_delay_cell": "clkdlybuf4s50_1",
  "mux_share_pct": 4.57,
  "synth_flops": 34,
  "regToRegEndpoint": "div.counter[11]",
  "lay_top_cells": "21 x nor2_1, 17 x dfxtp_1, 12 x clkdlybuf4s50_1, 8 x edfxtp_1"
}
==> kinds of logic (layout without fill, tap and decap cells) <==
kind of cell    after synthesis  in the layout
simple gates                 54             54
fa+ha+maj                     4              4
xor+xnor                     13             13
buf+inv                       9             21
mux                           4              4
compound gates                9              9
flops                        34             34
==> worst min-delay path by stage <==
stage	from	cells after the start	endpoint	slack [ns]
CTS	div.counter[0]	1	div.counter[0]	0.49
global route	div.counter[0]	1	div.counter[0]	0.52
finish	div.counter[0]	1	div.counter[0]	0.49
==> stage by stage <==
stage / util [%] / worst slack [ns] / hold slack (ns)
3_3_place_gp: 17.5 / 1.62 / 0.459
6_report: 18.2 / 1.87 / 0.489
2_1_floorplan: - / 2.22 / 0.444
3_5_place_dp: 17.5 / 1.59 / 0.471
5_1_grt: 18.2 / 1.77 / 0.522
4_1_cts: 18.2 / 1.85 / 0.493
==> worst reg2reg max path: cells and delay by family (launching register included) <==
kind,cells,cell delay (ns)
simple gates,3,0.61
compound gates,1,0.58
flops,1,0.46
==> per-layer routing <==
metal  wire length, um  GRT usage (%)  up-vias
met4                 0              0        0
met1              1190           4.73      434
met3               197           1.97        0
li1                  -              -      476
met5                 0              0        -
met2              1040           5.22       23
==> power breakdown <==
part	total, mW	leakage, nW	switching, mW	internal (mW)
Combinational	0.0241	0.241	0.0109	0.0133
Sequential	0.295	0.326	0.00493	0.290
Clock	0.194	0.0339	0.0830	0.111
==> cell usage after synthesis <==
| master | n |
|---|---|
| nor2_1 | 21 |
| dfxtp_1 | 17 |
| edfxtp_1 | 8 |
| dfrtp_1 | 7 |
| nand4_1 | 7 |
| xor2_1 | 7 |
| xnor2_1 | 6 |
| inv_1 | 5 |
| nand2_1 | 5 |
| nand3_1 | 5 |
| nor4_1 | 5 |
| ha_1 | 4 |
| o21ai_0 | 3 |
| a22o_1 | 2 |
| and2_1 | 2 |
| and4_1 | 2 |
| dfstp_2 | 2 |
| mux4_2 | 2 |
| nand2b_1 | 2 |
| a21boi_0 | 1 |
| a21oi_1 | 1 |
| a31o_2 | 1 |
| a41o_1 | 1 |
| and3_1 | 1 |
| and4_2 | 1 |
| buf_12 | 1 |
| buf_6 | 1 |
| clkbuf_2 | 1 |
| clkbuf_8 | 1 |
| mux2_2 | 1 |
| mux2i_1 | 1 |
| nand4bb_1 | 1 |
| nor3_1 | 1 |
| nor4b_1 | 1 |
==> cell type report <==
class | count | area (um^2)
Multi-Input combinational cell | 84 | 576
Tap cell | 133 | 166
Inverter | 5 | 18.8
Sequential cell | 34 | 808
Fill cell | 1063 | 7880
Clock buffer | 4 | 66.3
Timing Repair Buffer | 12 | 120
Power is estimated from default activity; no workload was simulated.
