<file path="design/flow/run.sh">
#!/bin/bash
# OpenROAD 26Q1-2900-gdf79404cd8, Yosys 0.63+post, stock flow scripts
make -C /OpenROAD-flow-scripts/flow DESIGN_CONFIG=/design/flow/config.mk WORK_HOME=/design/flow/orfs finish
</file>
<file path="design/flow/config.mk">
export PLATFORM = sky130hd
export DESIGN_NAME = xorshift
export DESIGN_NICKNAME = xorshift
export VERILOG_FILES = /design/flow/design.v
export SDC_FILE = /design/flow/constraint.sdc
export NUM_CORES = 4
export LEC_CHECK = 1
export CORE_AREA = 10 10 106 106
export DIE_AREA = 0 0 116 116
</file>
<file path="design/flow/constraint.sdc">
current_design xorshift

set clk_period 2.7
set clk_io_pct 0.2

create_clock -name clk0 -period $clk_period [get_ports {clk}]

set non_clock_inputs [all_inputs -no_clocks]
set_input_delay [expr $clk_period * $clk_io_pct] -clock clk0 $non_clock_inputs
set_output_delay [expr $clk_period * $clk_io_pct] -clock clk0 [all_outputs]
</file>
<file path="design/flow/design.v">
`timescale 1ns / 1ps
`default_nettype none
module xorshift(clk, reset, q);
    input  wire clk;
    input  wire reset;
    output wire [31:0] q;
    reg [31:0] y, y0, y1;
    assign q = y;
    always @(posedge clk) begin
        if (reset == 1'b1) begin
            y <= {16'd37590, 16'd36002};
        end else begin
            y0 = y ^ {y[18:0], 13'b0};
            y1 = y0 ^ {17'd0, y0[31:17]};
            y <= y1 ^ {y1[26:0], 5'b0};
        end
    end
endmodule
</file>
==> changes_impl.md <==
### Metrics

- Skew final: 0.00750 ns
- Most frequent cell after synthesis: xnor2_1
- Worst Path Arrival: 1.27 ns
- Chip area: 0.0135 mm²
- Fin area: 0.00218 mm²
- Core Box Area: 0.00885 mm²
- Pwr Density: 1680 mW/mm²
- Clk buf depth: 2
- Post-cts resize count: 0
- Largest area contributor in the netlist: dfxtp_1
- Final ANT Viol Nets: 0
- CTS tree: done
- Crit path cell chain: clkdlybuf4s50_1
- Largest reg by FF count: y
- Clock root buffer master: clkbuf_8
- Top cell type's share of synthesized area: 40.0%
- Gpl congestion: 0.752
- Final hold vios: 0
- Final setup fails: 0
- Max Cap Viol: 0
- Critical Path Fanout Max: 4
- Diode count: 0
- Critical path's top delay family: buffers and inverters
- Biggest area cells: dfxtp_1 (40%), xnor3_1 (21%), xnor2_1 (18%), nand2b_1 (5.1%), nor2_1 (4.0%)
- Ys cells: 124
- Placed cells: 263
- DR vias/cell: 3.39
- Status: complete, no violations
- Yosys synthesis chip area: 0.00160 mm²
- Synth flops: 32
- Slowest cell on crit path: clkdlybuf4s50_1
- DR pass1 iterations: 4
- Worst-skew pair later-pin latency: 0.28 ns
- Largest register FFs: 32
- Non-filler cells, final: 271
- Synth cell count leaders: xnor2_1 (33), dfxtp_1 (32), nor2_1 (17)
- Rel. slew slack: 76.0%
- Final HPWL DP: 2660 µm
- Kind of critical path: reg -> out
- Total GRT Usage: 5.24%
- Unrepaired setup endpoints after global routing: no
- Synth unique cells: 12
- Primary FF master, synth: dfxtp_1
- WL/cell: 12.5 µm
- Number of global-route vias before repair: 984
- Clock buffer count from CTS: 5
- Post-synth EDFFs: 0
- Largest net degree at the start of global routing: 33
- Post-Synthesis Cell Area: 0.00160 mm²
- Buf+Inv Stages, Crit Path: 1
- DR DRC count: 0
- Max Fclk: 552 MHz
- Post-CTS Hold Fix Bufs: 0
- Synth warn: 1
- Die X: 116 µm
- CP required: 2.16 ns
- Tool warnings: 25
- Clk slew on worst S/H paths: 0.07 ns
- Synth Seq Share: 40.0%
- CP Capture Type: output pin
- Peak supply drop: 0.408 mV
- Placed cell area: 0.00206 mm²
- Final WL: 3370 µm
- Post-CTS Setup Inserts: 0
- Antenna violations before repair: 0
- Final TNS setup: 0 ns
- Port Buffer Count: 33
- H-tree depth: 2
- Area growth syn-to-layout: 35.8%
- Vias: 919
- First-pass GRT wire length: 5470 µm
- Rows: 34
- Mapped Avg Cell Area: 12.9 µm²
- Slew @ Worst Pin: 0.357 ns
- Top flop regs: y (32)
- IO Count: 34
- Clock Sinks: 32
- Fin crit period: 1.81 ns
- Share of cells above drive strength 1: 8.59%
- Grt ovf: 0
- Synthesized instance count: 124
- Synth async-reset ratio: 0%
- Starting DRC count in detailed routing: 29
- Hold Path Class: reg -> reg
- Delay of the slowest critical-path stage: 0.53 ns
- Leakage power total: 0.917 nW
- Final Max Slew Viols: 0
- Crit start category: flip-flop
- Period utilisation layout: 67.0%
- Starting Density: 18.1%
- Die Y: 116 µm
==> metrics by stage <==
step / utilization [%] / setup slack, ns / total power [W] / hold slack [ns]
after floorplan: - / 1.38 / 0.00260 / 0.585
after global placement: 23.3 / 1.16 / 0.00323 / 0.640
after detailed placement: 23.3 / 1.16 / 0.00325 / 0.648
after CTS: 24.6 / 0.867 / 0.00373 / 0.672
after global routing: 24.6 / 0.830 / 0.00398 / 0.715
final: 24.6 / 0.890 / 0.00367 / 0.668
==> layer usage <==
metal / wire (µm) / vias to the layer above / GRT usage, % / part of all wire [%]
li1: - / 469 / - / -
met1: 1480 / 418 / 6.86 / 44
met2: 1500 / 26 / 7.93 / 44
met3: 355 / 6 / 2.51 / 11
met4: 44 / 0 / 0.751 / 1.3
met5: 0 / - / 0 / 0
==> cells by family (layout without fill, tap and decap cells) <==
group	count (synthesis)	in the layout	synth area share [%]
AND/OR/NAND/NOR	32	32	9.84
buffers and inverters	3	42	0.703
flip-flops	32	32	40.0
XOR/XNOR	57	57	49.5
==> where the power goes <==
part | internal [W] | leakage (nW) | switching [W]
logic | 0.00155 | 0.596 | 0.000725
registers | 0.000696 | 0.267 | 0.000246
clock network | 0.000273 | 0.0541 | 0.000181
==> cells in the final DEF (no fill, tap or decap) <==
| cell | count |
|---|---|
| nand2b_1 | 13 |
| xnor2_2 | 3 |
| clkinv_2 | 1 |
| clkdlybuf4s50_1 | 33 |
| xor2_1 | 2 |
| xnor3_4 | 2 |
| clkbuf_8 | 5 |
| xnor3_1 | 15 |
| clkinvlp_4 | 1 |
| buf_4 | 1 |
| nor2_1 | 17 |
| xor3_1 | 2 |
| xnor2_1 | 33 |
| or2_1 | 1 |
| bufinv_16 | 1 |
| nor2b_1 | 1 |
| dfxtp_1 | 32 |
==> final cells by class <==
cell class | count | area, µm²
Multi-Input combinational cell | 89 | 951
Sequential cell | 32 | 641
Timing Repair Buffer | 34 | 338
Tap cell | 108 | 135
Clock inverter | 3 | 42.5
Clock buffer | 5 | 68.8
Fill cell | 928 | 6670
==> worst paths after layout <==
check	start	endpoint	slack (ns)	cells past startpoint
worst max-delay path	y[17]	q[17]	0.89	1
worst min-delay path	y[28]	y[28]	0.67	3
worst max register to register	y[17]	y[18]	1.18	3
worst min register to register	y[28]	y[28]	0.67	3
Power figures rest on the tool's default switching activity, not on a simulated workload.
